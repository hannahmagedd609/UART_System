--- flow/design.v ---
module ASYNC_FIFO #(parameter DATA_WIDTH = 8, ADD_WIDTH = 4)(
input wire W_CLK,
input wire W_RST,
input wire W_INC,
input wire R_CLK,
input wire R_RST,
input wire R_INC,
input wire [DATA_WIDTH - 1:0] WR_DATA,
output wire FULL,
output wire [DATA_WIDTH - 1:0] RD_DATA,
output wire EMPTY
);
wire [ADD_WIDTH - 1:0] wptr, rptr, wq2_rptr, rq2_wptr;
wire [ADD_WIDTH - 2:0]  waddr, raddr;
FIFO_MEM_CTRL U0(
.w_data(WR_DATA),
.W_CLK(W_CLK),
.W_RST(W_RST),
.w_addr(waddr),
.r_addr(raddr),
.winc(W_INC),
.wfull(FULL),
.r_data(RD_DATA)
);
DF_SYNC U1(
.in_ptr(wptr),
.CLK(R_CLK),
.RST(R_RST),
.out_ptr(rq2_wptr)
);
DF_SYNC U2(
.in_ptr(rptr),
.CLK(W_CLK),
.RST(W_RST),
.out_ptr(wq2_rptr)
);
FIFO_WR U3(
.winc(W_INC),
.wq2_rptr(wq2_rptr),
.W_CLK(W_CLK), 
.W_RST(W_RST),
.wfull(FULL),
.waddr(waddr),
.wptr(wptr)
);
FIFO_RD U4(
.rinc(R_INC),
.rq2_wptr(rq2_wptr),
.R_CLK(R_CLK),
.R_RST(R_RST),
.rempty(EMPTY),
.raddr(raddr), 
.rptr(rptr)
);
endmodule 
module DF_SYNC #(parameter NUM_STAGES = 2, ADD_WIDTH = 4)(
input wire [ADD_WIDTH - 1:0] in_ptr,
input wire CLK, RST,
output reg [ADD_WIDTH - 1:0] out_ptr
);
reg  [NUM_STAGES - 1:0] SYNC_reg [ADD_WIDTH - 1:0];
integer j;
always@(posedge CLK or negedge RST)
begin
if(!RST)
begin
for(j = 0; j < ADD_WIDTH; j = j + 1)
SYNC_reg[j] <= 'b0;
end
else 
begin
for(j = 0; j < ADD_WIDTH; j = j + 1)
SYNC_reg[j] <= {SYNC_reg[j][NUM_STAGES - 2:0], in_ptr[j]};
end
end
always@(*)
begin
for(j = 0; j < ADD_WIDTH; j = j + 1)
out_ptr[j] = SYNC_reg[j][NUM_STAGES - 1];
end
endmodule
module FIFO_MEM_CTRL #(parameter DATA_WIDTH = 8, FIFO_DEP = 8)(
input wire [DATA_WIDTH - 1:0] w_data,
input wire W_CLK, W_RST,
input wire [2:0] w_addr, r_addr,
input wire winc,
input wire wfull,
output wire [DATA_WIDTH - 1:0] r_data
);
reg [DATA_WIDTH - 1:0] FIFO_Memory [0:FIFO_DEP - 1];
wire wclken;
integer k;
assign r_data = FIFO_Memory[r_addr];
assign wclken = winc && !wfull;
always@(posedge W_CLK or negedge W_RST)
begin
if(!W_RST)
begin
for(k = 0; k < FIFO_DEP; k = k + 1)
begin
FIFO_Memory[k] <= 'b0;
end
end
else if(wclken)
begin
FIFO_Memory[w_addr] <= w_data;
end
end
endmodule
module FIFO_RD #(parameter ADD_WIDTH = 4)(
input wire rinc,
input wire [ADD_WIDTH - 1:0] rq2_wptr,
input wire R_CLK, R_RST,
output wire rempty,
output reg [ADD_WIDTH - 2:0] raddr,
output reg [ADD_WIDTH - 1:0] rptr
);
integer k;
reg [ADD_WIDTH - 1:0] rptr_reg;  
always @(*) 
begin
rptr[ADD_WIDTH - 1] = rptr_reg[ADD_WIDTH - 1]; 
for (k = ADD_WIDTH - 2; k >= 0; k = k - 1) 
begin
rptr[k] = rptr_reg[k + 1] ^ rptr_reg[k]; 
end
end
assign rempty = (rptr == rq2_wptr)?1:0;
always@(posedge R_CLK or negedge R_RST)
begin
if(!R_RST)
begin
raddr <= 'b0;
rptr_reg <= 'b0;
end
else
begin
if(rinc && !rempty)
begin
raddr <= raddr + 'b1;
rptr_reg <= rptr_reg + 'b1;
end
if(raddr == 'b111)
begin
raddr <= 'b0;
end
if(rptr_reg == 'b1111)
begin
rptr_reg <= 'b0;
end
end
end
endmodule 
module FIFO_WR #(parameter ADD_WIDTH = 4)(
input wire winc,
input wire [ADD_WIDTH - 1:0] wq2_rptr,
input wire W_CLK, W_RST,
output wire wfull,
output reg [ADD_WIDTH - 2:0] waddr,
output reg [ADD_WIDTH - 1:0] wptr
);
integer k;
reg [ADD_WIDTH - 1:0] wptr_reg;
always @(*) 
begin
wptr[ADD_WIDTH - 1] = wptr_reg[ADD_WIDTH - 1]; 
for (k = ADD_WIDTH - 2; k >= 0; k = k - 1) 
begin
wptr[k] = wptr_reg[k + 1] ^ wptr_reg[k]; 
end
end
assign wfull = ((wptr[3] != wq2_rptr[3]) && (wptr[2] != wq2_rptr[2]) && (wptr[1:0] == wq2_rptr[1:0]))?1:0;
always@(posedge W_CLK or negedge W_RST)
begin
if(!W_RST)
begin
waddr <= 'b0;
wptr_reg <= 'b0;
end
else
begin 
if(winc && !wfull)
begin
waddr <= waddr + 'b1;
wptr_reg <= wptr_reg + 'b1;
end
if(waddr == 'b111)
begin
waddr <= 'b0;
end
if(wptr_reg == 'b1111)
begin
wptr_reg <= 'b0;
end
end
end
endmodule 
--- flow/run.sh ---
#!/bin/bash
# OpenROAD 26Q1-2900-gdf79404cd8, Yosys 0.63+post, stock flow scripts
make -C /OpenROAD-flow-scripts/flow DESIGN_CONFIG=/design/flow/config.mk WORK_HOME=/design/flow/orfs finish
--- flow/config.mk ---
export PLATFORM = sky130hd
export DESIGN_NAME = ASYNC_FIFO
export DESIGN_NICKNAME = ASYNC_FIFO
export VERILOG_FILES = /design/flow/design.v
export SDC_FILE = /design/flow/constraint.sdc
export NUM_CORES = 4
export LEC_CHECK = 1
export CORE_UTILIZATION = 30
--- flow/constraint.sdc ---
current_design ASYNC_FIFO

set clk_period 2.2
set clk_io_pct 0.2

create_clock -name clk0 -period $clk_period [get_ports {R_CLK}]
create_clock -name clk1 -period $clk_period [get_ports {W_CLK}]

set non_clock_inputs [all_inputs -no_clocks]
set_input_delay [expr $clk_period * $clk_io_pct] -clock clk0 $non_clock_inputs
set_output_delay [expr $clk_period * $clk_io_pct] -clock clk0 [all_outputs]
==> Slide: Implementation Results <==
Physical Implementation Snapshot

Drt
  • WL met1: approximately 4.6 mm
  • Detailed Route Iter0 Violations: 204
  • DR top layer: met4
  • Routed Antenna Nets: 0
  • Drt wl/cell: approximately 17 um
  • Pre-antenna DRT Iters: 4
  • Vias per std cell: slightly below 5
  • Metal3 WL: a little under 400 um
  • Post-Route WL: 9.511 mm
  • DR vias: approximately 2.8k
  • Antenna diodes: 0
  • Met2 wire length: 4.423 mm
  • DRC errors left: 0

Final timing
  • Setup slack after layout: -254.3 ps
  • Final Max Tran Viols: 0
  • Setup-failing EPs final: 8
  • Final Hold Vio Count: 0
  • RSZ-0062 raised after global routing: yes
  • Slew Limit Headroom: a little over half
  • Slew @ Worst Pin: 698.3 ps
  • Max Clock Skew: between 5 and 6 ps
  • Final setup TNS: -1491 ps

Synth
  • Yosys cell types: 36
  • Post-synthesis sequential area ratio: 55.10%
  • Avg Inst Size Synth: 13.60 sq um
  • Yosys Instances: 314
  • Top FF cell, synth: dfrtp_1
  • Post-Synthesis Cells: around 310
  • Number of enable flip-flop cells: 0
  • Yosys warning tally: 6
  • Chip area line of the yosys report: 4269 sq um
  • Synth flops: roughly 94
  • Synthesized area: approximately 4300 sq um
  • FFs w/ async S/R, synth: 100.0%

Power
  • Final Power: 10.17 mW
  • Clock network power share: 19.6%
  • Reg power frac: approximately a third
  • LEAKAGE: ~2.5 nW
  • Maximum vdd drop: about 0.54 mV
  • Switch share: 33.59%
  • Sw power: between 3 and 4 mW
  • Internal power: 6.752 mW
  • Combinational share of power: 48.7%
  • Power density over the cells: ~1700 nW/um^2

Clocking
  • Clock transition at path regs: 60 ps
  • Cts hold-fix bufs: 0
  • TritonCTS clock tree: yes
  • CTS Sinks: approximately 94

GRT
  • First-pass GRT wire length: ~16 mm
  • Largest net degree at the start of global routing: 41
  • Grt ovf: 0
  • Total track usage: 14.22%
  • Vias in the first global route: 2972
  • Initial antenna violation count: 0

Placement
  • Post-DP HPWL: 6.107 mm
  • GPL Wtd Cong: 0.7679
  • Cell Area, Placed: 5014 sq um
  • Placed Cells: 541
  • I/O Buffers: 22

Floorplanning
  • Floorplan core density: a little under a third
  • IO Pins: 24
  • Floorplan core area: 13880 sq um
  • Floorplan row count: 43
  • Die ar.: approximately 15000 sq um
  • Die height: 121.3 um
  • Die width: 121.3 um

Critical path
  • WP data arrival: about 2000 ps
  • Slowest stage delay, CP: 440 ps
  • Crit-path cells: ha_4 -> ha_4 -> nor4_4 -> nand2_2 -> buf_6 -> buf_6 -> a41oi_2 -> buf_2
  • Crit path buffers/inverters: 3
  • Crit Path Class: reg -> out
  • Setup crit start kind: register
  • Slowest CP cell: dfrtp_2
  • Crit path DRT: around 1800 ps
  • Worst path top cell family by delay: flip-flops
  • Critical Path Fanout Max: 4
  • Setup crit end kind: output port

Finish
  • Layout cells sized above 1: 52.15%
  • Design area: 5859 sq um
  • FILL cells: around 1.2k
  • Highest-count logic cell in the final layout: dfrtp_1
  • Layout area overhead: 37.25%
  • Finished Core Util: 42.21%
  • Largest register FFs: 64
  • Top cells excl fill/tap: 88 x dfrtp_1, 71 x mux2_2, 32 x buf_4, 19 x nand2_1, 13 x buf_6
  • Final non-filler cell total: 575

Run status
  • Failing checks: negative setup slack
  • Outcome: finished with violations

Run
  • Tool Warnings: 36
  • Max_cap viols: 0

Hold path
  • Min-delay worst type: in -> async
[routing by layer]
metal  up-vias  track usage [%]
li1       1306                -
met1      1422            21.44
met2        53            22.05
met3        10            3.311
met4         0            1.620
met5         -                0
[cell type report]
class / instances / area [sq um] / share of cell area, %
flip-flops and latches: 94 / 2360 / 40.27
multi-input cells: 199 / 2151 / 36.71
repair buffers: 72 / 670.6 / 11.45
clock buffers: 14 / 327.8 / 5.595
well taps: 180 / 225.2 / 3.844
clock inverters: 6 / 87.58 / 1.495
inverters: 10 / 37.54 / 0.6406
[cells by family (layout without fill, tap and decap cells)]
kind of cell               Yosys count  count (layout)  synth area share (%)
adders and majority gates           18              18                 5.276
buffers and inverters               21             102                 1.905
muxes                               76              76                 19.93
xor gates and xnor gates            12              12                 2.462
AOI/OAI and AO/OA                   41              41                 7.972
DFF                                 94              94                 55.10
and+or+nand+nor                     52              52                 7.357
[final timing paths]
check                                                 start  cells past startpoint                          endpoint  slack [ps]
worst max register to register   U3.wptr_reg[1]$_DFFE_PN0P_                      8  U0.FIFO_Memory[0][5]$_DFFE_PN0P_         110
min in group clk0               U1.SYNC_reg[0][0]$_DFF_PN0_                      0       U1.SYNC_reg[0][1]$_DFF_PN0_         350
worst min-delay path                                  W_RST                      1  U0.FIFO_Memory[6][4]$_DFFE_PN0P_          80
max in group clk1                U3.wptr_reg[1]$_DFFE_PN0P_                      8  U0.FIFO_Memory[0][5]$_DFFE_PN0P_         110
worst min register to register  U1.SYNC_reg[0][0]$_DFF_PN0_                      0       U1.SYNC_reg[0][1]$_DFF_PN0_         350
max in group asynchronous                             R_RST                      1        U4.rptr_reg[1]$_DFFE_PN0P_        1090
min in group clk1               U2.SYNC_reg[3][0]$_DFF_PN0_                      0       U2.SYNC_reg[3][1]$_DFF_PN0_         350
worst max-delay path                U4.raddr[1]$_DFFE_PN0P_                      8                        RD_DATA[1]        -250
[stage by stage]
step | hold WS, ps | setup slack, ps
detailed placement | 334.7 | -410.1
floorplan | 144.4 | 30.50
global route | 120.5 | -363.0
global placement | 332.2 | -428.5
finish | 80.83 | -254.3
CTS | 103.2 | -246.4
[power groups by stage]
stage         clock network [mW]  registers (mW)  logic, mW
CTS                         2.03            3.22       4.86
global route                2.10            3.34       5.38
finish                      1.99            3.23       4.95
[cells in the mapped netlist (all sizes together), types with 3 or more instances]
cell type  instances  area, sq um
xnor2              4        35.03
clkbuf             9        33.78
ha                18        225.2
nand2             20        75.07
dfrtp             94         2352
a221oi             3        26.28
nor3               6        97.59
mux2i              4        40.04
xor2               8        70.07
inv               10        37.54
a22o               6        52.55
nor2              10        37.54
mux2              72        810.8
and3               4        25.02
nor2b              3        18.77
a41oi              6        52.55
o21ai              3        15.01
a222oi             7        70.07
a21oi              7        35.03
[repair_timing]
item | in CTS | in global routing
gates cloned | 0 | 0
endpoints found under the hold margin | 0 | 0
pin swaps | 22 | 12
gates resized | 91 | 8
setup buffers | 12 | 2
endpoints found under the setup margin | 10 | 47
Power and IR drop assume default switching activity.
