### flow/design.v
module ALU #(parameter OUT_WD = 16, DATA_WD = 8, FUN_WD = 4)(
 input wire [DATA_WD - 1:0] A, B,
 input wire [FUN_WD - 1:0] ALU_FUN,
 input wire CLK, RST, ENABLE,
 output reg [OUT_WD - 1:0] ALU_OUT,
 output reg OUT_VALID);
reg [OUT_WD - 1:0] ALU_comb;
reg OUT_VALID_comb;
always @(*)
begin
if(ENABLE)
begin
OUT_VALID_comb = 1'b1;
case(ALU_FUN)
4'b0000: begin
ALU_comb = A + B;
end
4'b0001: begin
ALU_comb = A - B;
end
4'b0010: begin
ALU_comb = A * B;
end
4'b0011: begin
if(B != 16'b0)
begin
ALU_comb = A / B;
end
else
begin
ALU_comb = 16'b0;
end
end
4'b0100: begin
ALU_comb = A & B;
end
4'b0101: begin
ALU_comb = A | B;
end
4'b0110: begin
ALU_comb = ~(A & B);
end
4'b0111: begin
ALU_comb = ~(A | B);
end
4'b1000: begin
ALU_comb = A ^ B;
end
4'b1001: begin
ALU_comb = ~(A ^ B);
end
4'b1010: begin
ALU_comb = (A == B)?(16'b1):(16'b0);
end
4'b1011: begin
ALU_comb = (A > B)?(16'b10):(16'b0);
end
4'b1100: begin
ALU_comb = (A < B)?(16'b11):(16'b0);
end
4'b1101: begin
ALU_comb = A >> 1;
end
4'b1110: begin
ALU_comb = A << 1;
end
default: begin
ALU_comb = 16'b0;
end
endcase
end
else
begin
ALU_comb = 16'b0;
OUT_VALID_comb = 1'b0;
end
end
always @(posedge CLK or negedge RST)
begin
if(!RST)
begin
ALU_OUT <= 'b0;
OUT_VALID <= 'b0;
end
else if(ENABLE)
begin
ALU_OUT <= ALU_comb;
OUT_VALID <= OUT_VALID_comb; 
end
end
endmodule 
### flow/constraint.sdc
current_design ALU

set clk_period 1.0
set clk_io_pct 0.2

create_clock -name clk0 -period $clk_period [get_ports {CLK}]

set non_clock_inputs [all_inputs -no_clocks]
set_input_delay [expr $clk_period * $clk_io_pct] -clock clk0 $non_clock_inputs
set_output_delay [expr $clk_period * $clk_io_pct] -clock clk0 [all_outputs]
### flow/config.mk
export PLATFORM = sky130hd
export DESIGN_NAME = ALU
export DESIGN_NICKNAME = ALU
export VERILOG_FILES = /design/flow/design.v
export SDC_FILE = /design/flow/constraint.sdc
export NUM_CORES = 4
export LEC_CHECK = 1
export CORE_UTILIZATION = 50
### flow/run.sh
#!/bin/bash
# OpenROAD 26Q1-2900-gdf79404cd8, Yosys 0.63+post, stock flow scripts
make -C /OpenROAD-flow-scripts/flow DESIGN_CONFIG=/design/flow/config.mk WORK_HOME=/design/flow/orfs finish
==> results_dict.tcl <==
# implementation run metrics
set metrics [dict create \
    simple_gate_area_frac 0.214 \
    area_leaders "ha_1 20%, fa_1 7.7%, nor2_1 4.5%" \
    ys_sh_xor 0.0540 \
    pin_count 40 \
    fmax_mhz 40.7 \
    synth_top_area_share 0.205 \
    globalplace.congestion 1.03 \
    hp-class "in2async" \
    fp_util 0.510 \
    status "finished with violations" \
    first_pass_iters 5 \
    rsz0062_at_grt "true" \
    hpwl_um 28200 \
    drtIter0Drc 904 \
    clkTransAtPathRegs_ns 0.07 \
    cts-buffers-inserted 3 \
    yosys-stat-area_um2 9890 \
    synth.logic.top_family "AND-OR/OR-AND gates" \
    syn_to_final_growth_pct 69.0 \
    dp.cells 2010 \
    drc 0 \
    grt_pass1_wl_um 60700 \
    layout_setup_ws_ns -23.60 \
    fin_cells 2211 \
    drv_slew 0 \
    numPortBuffers 39 \
    cts_tree "yes" \
    vias_per_cell 5.94 \
    die_y_um 143 \
    n_fill_cell 990 \
    peakVddDrop_v 0.0125 \
    netlist.top_cell.by_area "ha_1" \
    fin_crit_ns 24.60 \
    syn_avg_cell_area_um2 7.64 \
    critPathSlowestCell "o41a_1" \
    ff_type "dfrtp_1" \
    synth-adder-area-share 0.282 \
    yosys-top-cells-count "162 x ha_1, 118 x nor2_1, 106 x nand2_1, 99 x inv_1, 78 x a21oi_1" \
    ys_sh_aoi 0.309 \
    critPathArrivalTime_ns 24.74 \
    dp_slack_ns -23.93 \
    die_w_um 143 \
    grt_max_degree 23 \
    wl_per_cell_um 19.8 \
    vias 13100 \
    cts-root-buf "clkbuf_16" \
    cp_slowest_stage_delay_ns 0.39 \
    synth_cells 1294 \
    drt_wl_total_um 43700 \
    slew_headroom 0.557 \
    yosys_cells 1294 \
    insertedDiodeCount 0 \
    combGateArea_um2 10100 \
    yosysWarnings 1 \
    critPathMaxFanout 6 \
    coreArea_um2 19400 \
    syn_area_um2 9890 \
    power_density_nw_per_um2 3620 \
    maxCapViolCount 0 \
    die-area_um2 20300 \
    hold_violations 0 \
    worstSetupPathType "in2reg" \
    top_cell "ha_1" \
    leakagePower_nw 8.15 \
    fin_skew_ns 0 \
    antenna_found_initial 0 \
    worstSkewPairLatency_ns 0.26 \
    seq_area_um2 425 \
    tightestPinTransition_ns 0.659 \
    worstSetupEndpointType "register" \
    edf_count 0 \
    grt.total_usage 0.390 \
    violations "negative setup slack" \
    antenna_left 0 \
    synthDistinctLibCells 108 \
    setup_viol 17 \
    cts_buffer_depth 2 \
    cpMostUsedCell "o21a_1" \
    ys_seq_frac 0.0430 \
    ys_ff 17 \
    overflow 0 \
    cp.required_ns 1.15 \
    grt_pass1_vias 11900 \
    clkSinkCount 17 \
    cts_hold_buf 0 \
    post-route-util 0.862 \
    placementRows 51 \
    period_used_share 24.6 \
    mux_area_frac 0.0399 \
    drive_gt1_frac 0.465 \
    tool_warnings 48 \
    async_flop_share 1.00 \
    startpoint_type "input port" \
    htreeDepth 1 \
]
flip-flops by register name (all words and copies together) (netlist names):
signal	count
OUT_VALID	1
ALU_OUT	16
layer usage:
metal / vias up / part of all wire / GRT usage
met5: - / 0.0013 / 0
met2: 684 / 0.42 / 0.588
met3: 160 / 0.11 / 0.0956
li1: 6133 / - / -
met1: 6150 / 0.42 / 0.545
met4: 4 / 0.051 / 0.152
what timing repair did:
| action | 4_1_cts | 5_1_grt |
|---|---|---|
| buffers inserted | 155 | 47 |
| setup endpoints to repair | 33 | 22 |
| pin swaps | 88 | 85 |
| resized | 165 | 107 |
metrics by stage:
stage | hold slack [ns] | instance area [um^2] | setup TNS, ns | total power [mW]
2_1_floorplan | -0.0956 | 10400 | -162.58 | 30.2
3_3_place_gp | 0.452 | 14300 | -172.14 | 46.8
3_5_place_dp | 0.454 | 14300 | -174.03 | 46.7
4_1_cts | 0.283 | 15900 | -158.46 | 55.7
5_1_grt | 0.283 | 16700 | -173.82 | 63.6
6_report | 0.283 | 16700 | -165.83 | 60.5
cell families after synthesis:
kind of cell | after synthesis
simple gates | 419
compound gates | 417
fa+ha+maj | 200
buf+inv | 144
xor+xnor | 61
mux | 35
flops | 17
other cells | 1
critical path, delay by kind of cell:
kind            cells  cell delay, ns
mux                 6            1.62
simple gates       38            5.65
compound gates     64           11.64
fa+ha+maj          14            3.89
buf+inv            13            1.72
layout make-up:
cell class | count | share of cell area
clock buffers | 3 | 0.00449
clock inverters | 1 | 0.000299
inverters | 101 | 0.0242
multi-input cells | 1140 | 0.606
flip-flops and latches | 17 | 0.0255
well taps | 265 | 0.0198
repair buffers | 684 | 0.319
placed cells by master (no fill, tap or decap), types with 9 or more instances in the layout:
cell type | Yosys | final
buf_4 | 3 | 614
ha_1 | 162 | 134
nand2_1 | 106 | 99
nor2_1 | 118 | 98
inv_1 | 99 | 89
a21oi_1 | 78 | 52
nor3_1 | 48 | 45
o21a_1 | 46 | 45
o21ai_0 | 55 | 39
xnor2_1 | 36 | 36
fa_1 | 38 | 36
ha_4 | 0 | 26
buf_6 | 2 | 25
xor2_1 | 25 | 24
o211ai_1 | 23 | 23
a21o_1 | 21 | 21
dfrtp_1 | 17 | 17
a21oi_2 | 0 | 17
or3_1 | 20 | 17
nor2_4 | 1 | 16
nand2b_1 | 16 | 15
nand3_1 | 18 | 14
mux2_2 | 17 | 14
o21ai_1 | 8 | 14
o21bai_1 | 14 | 13
a31oi_1 | 15 | 13
buf_2 | 3 | 13
nor2b_1 | 17 | 12
nand4_1 | 12 | 12
o31ai_1 | 14 | 12
or2_2 | 14 | 11
mux2i_1 | 14 | 11
a211oi_1 | 13 | 10
a22oi_1 | 11 | 10
o2bb2ai_1 | 15 | 10
clkdlybuf4s50_1 | 0 | 10
a21oi_4 | 0 | 9
worst paths after layout:
check,from,endpoint,slack [ns],cells past startpoint
max in group asynchronous,RST,ALU_OUT[2],0.58,2
worst max register to register,ALU_OUT[0],ALU_OUT[0],-0.48,4
worst max-delay path,B[0],ALU_OUT[0],-23.60,135
worst min-delay path,RST,ALU_OUT[10],0.28,2
min in group clk0,OUT_VALID,OUT_VALID,0.47,1
worst min register to register,OUT_VALID,OUT_VALID,0.47,1
power by group:
group	internal, mW	switching (mW)
clock network	0.538	0.325
registers	0.813	0.0830
logic	31.4	27.4
Power and IR drop assume default switching activity.
