==> design/flow/design.v <==
module ClkDiv #(parameter width = 6)(
input wire i_ref_clk,
input wire i_rst_n,
input wire i_clk_en,
input wire [width - 1:0] i_div_ratio,
output reg o_div_clk
);
reg [width - 1:0] cyc_counter;
reg x_flag;
wire odd;
wire CLK_DIV_EN;
wire [width - 1:0] half_period;
wire [width - 1:0] half_period_plus;
reg output_clk;
assign odd = i_div_ratio[0];  
assign CLK_DIV_EN = (i_clk_en && (i_div_ratio != 'd0) && (i_div_ratio != 'd1));
assign half_period = (i_div_ratio >> 1);
assign half_period_plus = half_period + 'b1;
always @(*) begin
    if (CLK_DIV_EN)
        o_div_clk = output_clk;
    else
        o_div_clk = i_ref_clk;
end
always@(posedge i_ref_clk or negedge i_rst_n)
begin
if(!i_rst_n)
begin
output_clk  <= 'b0;
cyc_counter <= 'b0;
x_flag <= 'b0;
end
else if(CLK_DIV_EN && !odd && (cyc_counter == half_period - 1'b1))
begin
output_clk <= !output_clk;
cyc_counter <= 'b0;
end
else if (CLK_DIV_EN && odd && ((cyc_counter == half_period - 1'b1) && x_flag))
begin
output_clk <= !output_clk;
cyc_counter <= 'b0;
x_flag <= 1'b0;
end
else if(CLK_DIV_EN && odd && ((cyc_counter == half_period_plus - 1'b1) && !x_flag))
begin
output_clk <= !output_clk;
cyc_counter <= 'b0;
x_flag <= 1'b1;
end
else
begin
cyc_counter <= cyc_counter + 'b1;
end
end
endmodule
==> design/flow/run.sh <==
#!/bin/bash
# OpenROAD 26Q1-2900-gdf79404cd8, Yosys 0.63+post, stock flow scripts
make -C /OpenROAD-flow-scripts/flow DESIGN_CONFIG=/design/flow/config.mk WORK_HOME=/design/flow/orfs finish
==> design/flow/config.mk <==
export PLATFORM = sky130hd
export DESIGN_NAME = ClkDiv
export DESIGN_NICKNAME = ClkDiv
export VERILOG_FILES = /design/flow/design.v
export SDC_FILE = /design/flow/constraint.sdc
export NUM_CORES = 4
export LEC_CHECK = 1
export CORE_AREA = 10 10 70 70
export DIE_AREA = 0 0 80 80
==> design/flow/constraint.sdc <==
current_design ClkDiv

set clk_period 2.9
set clk_io_pct 0.2

create_clock -name clk0 -period $clk_period [get_ports {i_ref_clk}]

set non_clock_inputs [all_inputs -no_clocks]
set_input_delay [expr $clk_period * $clk_io_pct] -clock clk0 $non_clock_inputs
set_output_delay [expr $clk_period * $clk_io_pct] -clock clk0 [all_outputs]
==> Changelog: implementation <==
## Flow update

* Tool warning count at 27
* Measured slew at the worst slew-check pin at 0.4174 ns
* Final worst slack at 0.1282 ns
* Ys cells at 57
* Synth top area share at 36.53%
* CP max stage delay at 0.27 ns
* Final Util at 21.87%
* I/O Buffers at 9
* Worst setup SP type: clock port
* Post-synthesis sequential area ratio at 36.53%
* CTS tree: yes
* Post CTS Setup Buffer Count at 0
* R2R setup slack at 1.16 ns
* First-pass GRT wire length at 1987 um
* YS chip area at 548.0 um2
* CP dominant cell by count: clkbuf_4
* Diode count at 0
* Worst slack at placement at 0.1381 ns
* Global placer's final weighted congestion at 0.8615
* Fill cells at 368
* Max Slew Vio Count at 0
* RSZ-0062 raised after global routing: false
* Final-report hold violation count at 0
* Worst R2R Start: cyc_counter[2]$_DFF_PN0_
* Hold path start: output_clk$_DFFE_PN0P_
* WL/cell at 9.941 um
* Post-synth ARST share at 100.0%
* FP Rows at 21
* Min-Delay Path Class: flop to flop
* Detailed-route vias per instance at 3.815
* Post-synthesis average cell area at 9.614 um2
* Outcome: finished clean
* Routed WL at 1183 um
* Post-Synthesis Cell Area at 548.0 um2
* Pre-Repair DR Iteration Count at 4
* Number of global-route vias before repair at 477
* Largest net degree at the start of global routing at 9
* Worst-path clk slew at 0.05 ns
* Synth cell types at 21
* Area leader, netlist: dfrtp_1
* Post-synth EDFFs at 0
* Yosys warnings at 1
* Initial antenna violation count at 0
* DRT iter0 DRCs at 18
* CP startpoint: i_ref_clk
* Critical Path RT at 2.32 ns
* Slew margin rel. at 72.17%
* Worst ir drop on vdd at 0.1764 mV
* Yosys reg bits at 8
* Layout cells sized above 1 at 19.18%
* Late-Pin Clk Latency at 0.36 ns
* Post-synthesis cell count at 57
* Layout area overhead at 36.30%
* WHS Endpoint: output_clk$_DFFE_PN0P_
* Worst reg-to-reg path cell count at 5
* Die Span Y at 80 um
* I/O Pins at 10
* Top area cell types: dfrtp_1 37%, xnor2_1 13%, nor2_1 6.8%
* Final setup vio count at 0
* Critical path endpoint category: output pin
* Fp util at 16.04%
* Fin Setup TNS at 0 ns
* Gr usage total at 3.963%
* P_leak at 0.3042 nW
* P per Cell Area at 858.1 mW/mm2
* DRC at 0
* Via Count at 454
* Top cells by count: 10 x nor2_1, 8 x dfrtp_1, 8 x xnor2_1, 4 x nand2_1, 4 x xor2_1
* WP data arrival at 2.19 ns
* Worst Skew at 0.003452 ns
* Die area at 0.006400 mm2
* CP max stage cell: mux2_2
* Routed Antenna Nets at 0
* Crit-path cells: clkbuf_4 > clkbuf_4 > mux2_2 > dlygate4sd2_1
* Hold depth at 1
* Critical Setup Path Class: clock port to output pin
* Global route overflow at 0
* Total core area at 0.003416 mm2
* Max cap viols at 0
* Dominant register cell: dfrtp_1
* Hpwl dp at 936.3 um
* Chip width at 80 um
* Count leader, synth: nor2_1
* Worst-path fanout max at 2
* Reg2reg end: output_clk$_DFFE_PN0P_
stage by stage:
step	hold WS (ns)	cell area (um2)	instances	total power, mW
4_1_cts	0.4638	747.0	119	0.6534
3_5_place_dp	0.4559	703.2	113	0.5002
2_1_floorplan	0.2844	548.0	57	0.4219
3_3_place_gp	0.4573	703.2	113	0.4945
6_report	0.4621	747.0	119	0.6410
5_1_grt	0.4701	747.0	119	0.7047
registers in the layout (all words and copies together) (netlist names):
| signal | flops |
|---|---|
| x_flag | 1 |
| cyc_counter | 6 |
| output_clk | 1 |
how the worst max path moves through the flow:
stage / depth (start not counted) / slack (ns) / to
4_1_cts: 4 / 0.1 / o_div_clk
5_1_grt: 4 / 0.08 / o_div_clk
6_report: 4 / 0.13 / o_div_clk
kinds of logic (layout without fill, tap and decap cells):
kind of cell    after synthesis  after routing  synth area share, %
xor+xnor                     12             12                19.18
flops                         8              8                36.53
mux                           1              1                2.055
compound gates                6              6                9.589
buf+inv                       3             19                2.055
simple gates                 25             25                26.03
fa+ha+maj                     2              2                4.565
layout by cell type, fill, tap and decap left out, types with 2 or more instances in the layout:
cell and n:
dfrtp_1 8, nand2_1 4, nand3_1 3, inv_1 3, xor2_1 4, ha_1 2, clkbuf_4 6, xnor2_1 8
clkdlybuf4s50_1 8, o21ai_0 2, nand4_1 2, nor2_1 10
repair_timing:
item,4_1_cts,5_1_grt
endpoints found under the setup margin,1,0
resized,1,0
hold buffers,0,0
area by class of cell:
type | instances | area [um2] | area share (%)
Sequential cell | 8 | 200.2 | 26.80
Multi-Input combinational cell | 46 | 336.6 | 45.06
Timing Repair Buffer | 9 | 87.58 | 11.73
Tap cell | 46 | 57.56 | 7.705
Clock buffer | 7 | 53.80 | 7.203
Inverter | 3 | 11.26 | 1.508
power by group:
| part | internal (mW) | switching, mW |
|---|---|---|
| Sequential | 0.168 | 0.0579 |
| Clock | 0.111 | 0.0575 |
| Combinational | 0.126 | 0.121 |
worst max-delay path, delay by kind of cell:
family | cells | cell delay, ns
buffers and inverters | 3 | 0.47
multiplexers | 1 | 0.27
routing by layer:
| layer | vias to the layer above | GRT usage [%] | share of wire [%] |
|---|---|---|---|
| met3 | 5 | 2.614 | 6.6 |
| met1 | 211 | 4.743 | 47 |
| met5 | - | 0 | 0 |
| met4 | 0 | 2.641 | 3.3 |
| li1 | 228 | - | - |
| met2 | 10 | 4.976 | 43 |
Power figures rest on the tool's default switching activity, not on a simulated workload.
