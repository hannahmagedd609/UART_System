==> flow/design.v <==
module Reg_File # (
    parameter ADD_WIDTH = 4,
    parameter RdWr_WIDTH = 8,
    parameter RegF_DEPTH = 16)
(
    input  wire                   RdEn, WrEn,
    input  wire                   CLK, RST,
    input  wire  [ADD_WIDTH - 1:0]   ADDRESS,
    input  wire  [RdWr_WIDTH - 1:0]  Wr_DATA, 
    output reg   [RdWr_WIDTH - 1:0]  Rd_DATA,
    output reg                       Rd_DATA_VLD,
    output wire  [RdWr_WIDTH - 1 :0] REG0, REG1, REG2, REG3 
);
    reg [RdWr_WIDTH-1:0] REG_FILE [0:RegF_DEPTH - 1];
    integer I;
	assign REG0 = REG_FILE[0];
	assign REG1 = REG_FILE[1];
	assign REG2 = REG_FILE[2];
	assign REG3 = REG_FILE[3];
    always @(posedge CLK, negedge RST)
	  begin
        if (!RST)
		  begin
		  Rd_DATA <= 'b0;
		  Rd_DATA_VLD <= 'b0;
            for(I = 0; I < RegF_DEPTH; I = I + 1)
			begin
			if(I == 2)
			begin
             REG_FILE[I] <= 'b100000_01;
			end
		    else if(I == 3)
			begin
			REG_FILE[I] <= 'b100000;
			end
			else
			begin
			REG_FILE[I] <= 'b0;
			end
			end 
		  end
	else if (WrEn && !RdEn)
     begin
      REG_FILE[ADDRESS] <= Wr_DATA;
     end
   else if (RdEn && !WrEn) 
     begin    
       Rd_DATA <= REG_FILE[ADDRESS];
	   Rd_DATA_VLD <= 1'b1;
     end  
   else
     begin
	   Rd_DATA_VLD <= 1'b0;
     end
end
endmodule
==> flow/run.sh <==
#!/bin/bash
# OpenROAD 26Q1-2900-gdf79404cd8, Yosys 0.63+post, stock flow scripts
make -C /OpenROAD-flow-scripts/flow DESIGN_CONFIG=/design/flow/config.mk WORK_HOME=/design/flow/orfs finish
==> flow/config.mk <==
export PLATFORM = sky130hd
export DESIGN_NAME = Reg_File
export DESIGN_NICKNAME = Reg_File
export VERILOG_FILES = /design/flow/design.v
export SDC_FILE = /design/flow/constraint.sdc
export NUM_CORES = 4
export LEC_CHECK = 1
export CORE_UTILIZATION = 50
==> flow/constraint.sdc <==
current_design Reg_File

set clk_period 2.0
set clk_io_pct 0.2

create_clock -name clk0 -period $clk_period [get_ports {CLK}]

set non_clock_inputs [all_inputs -no_clocks]
set_input_delay [expr $clk_period * $clk_io_pct] -clock clk0 $non_clock_inputs
set_output_delay [expr $clk_period * $clk_io_pct] -clock clk0 [all_outputs]
==> summary.txt <==
Notes on the physical design

The vertical die dimension is 114 um. According to the floorplan report, the placeable core area is 12200 um2. According to the timing report, the arrival time at the worst endpoint equals 2.13 ns. Wires add up to 15.5 mm. In this run the VDD rail shows a maximum IR drop of 0.755 mV.

The path class of the lowest-slack min-delay path is flop to flop. The number of buffers inserted during clock tree synthesis is 17. The tightest slew margin relative to the limit is 56.1%. The final weighted congestion recorded by global placement is 0.901. The share of cells above drive strength 1 is 41.2%. The final global-route overflow total is 0. In this run, synthesis produced a sequential element count of 137.

For reference, the mux area share after synthesis is 28.5%. In the routed layout, each cell is associated on average with a via count of 5.72. As reported, the later end of the worst-skew pair has a clock insertion delay of 0.41 ns. Setup repair after global routing left no endpoint under its margin. The average wire per cell in the routed design is about 20 um. The number of global-route vias before repair came to 4581. Across the run, the number of max-cap violations was 0.

The library cells used most frequently in the layout, excluding fill and tap cells, are sky130_fd_sc_hd__dfrtp_1, sky130_fd_sc_hd__mux2_2, sky130_fd_sc_hd__clkdlybuf4s50_1. Yosys stat counts 472 cells in the synthesized netlist. The antenna diode count is 0.

The final tally of max-slew violations is 0. Before antenna repair, the detailed router went through 5 iterations. For this run, the total global-route usage over all layers was measured as 27.4%.

The initial core utilization is 51.8%. The placed instance area is ~7500 um2. The final non-filler cell area is ~8100 um2. The hold path depth is 2. The path type of the worst setup path is input pin to flop. The number of antenna violations at the first check in global routing is 0.

CTS saw between 100 and 150 sinks. Fill cells in the final layout number around 890. The synthesis report gives the async set-or-reset register share as 100%. The slew at the pin with the worst max-slew slack is 0.656 ns. Setup slack on the worst reg-to-reg path comes out at 0.49 ns. The dominant logic cell type in the layout is sky130_fd_sc_hd__dfrtp_1. During placement, the flow inserted port buffers numbering 56.

Counting tap cells, the placed design contains a total of 727 instances. The final critical-path required period is 1.85 ns. The synthesized netlist devotes 0% of its cell area to XOR and XNOR gates. The stat command in Yosys gives a chip area of 6300 um2. The endpoint of the worst hold path is Rd_DATA_VLD. The clock-pin slew on the worst setup and hold paths is 0.05 ns. The proportion of synthesized chip area in sequential cells is 54.5%. The leakage component of the power is ~3.6 nW. For reference, the top logic cell family by area is multiplexers. The data required time of the worst path is ~2.3 ns.

The launch instance of the worst register-to-register path is REG_FILE[15][6]. Along the worst path, the maximum fanout reaches 21. The synthesized netlist devotes ~6.4% of its cell area to simple gates. STA lists the startpoint of the worst hold path as Rd_DATA_VLD. The run finished with clean final reports. The detailed router's first-iteration violation count is about 170. In the final run the clock tree shows a worst skew of between 0.005 and 0.006 ns.

The number of warnings the tools reported is 26. The final number of setup-violating endpoints is 0. For reference, the placement row count at floorplan is 40.

The compound-gate portion of the synthesized area is a little under 8%. The commonest register cell is sky130_fd_sc_hd__dfrtp_1. Hold-check failures listed in the final report amount to 0. The endpoint identified for the worst register-to-register timing path is Rd_DATA[6]. Per the CTS log, the root buffer master is sky130_fd_sc_hd__clkbuf_16.

The post-synthesis instance area is 6300 um2. The chip occupies approximately 13000 um2. The arithmetic-cell share of the synthesized area counting full adders, half adders and majority gates is 0%. Per the OpenROAD floorplan log, the width of the die is roughly 110 um. Synthesis instantiated 41 different standard cells from the library. Summing over every cut layer, the via total after detailed routing is about 4.3k. The number of remaining DRC errors is 0.

The count of cells in the finished layout, fillers not included, comes to 760. The count of flip-flops with a built-in enable after synthesis is 0. The endpoint class of the critical path is a flop.

57 I/O pins were placed. Entering global routing, the biggest net connects 50 pins. The layout overhead on the synthesized area is 29.0%. Total power normalized to cell area comes to 971 nW/um2. Synthesis produced between 400 and 500 cells.

During synthesis, Yosys emitted a total of 2 warnings. STA shows the worst reg2reg path with a cell count of 5. The global-route wire length before repair is about 25 mm.

The worst setup path is launched from an input pin. TritonCTS built the clock tree. Per the CTS log, the buffer count on the longest clock path is 2. Detailed placement ended at an HPWL of 10.9 mm. Once detail routing completed, the nets flagged for antenna violations numbered 0.

Dividing the final minimum period by the clock period gives 92.7%. The achievable frequency is 539 MHz. The number of H-tree branching levels is 4.

The mean post-synth cell area is 13.3 um2.
## stage by stage
step | setup WS [ns] | hold WS, ns | TNS [ns] | power (W) | utilization, %
2_1_floorplan | 0.317 | 0.104 | 0 | 0.00430 | -
3_3_place_gp | -0.301 | 0.348 | -24.00 | 0.00498 | 61.9
3_5_place_dp | -0.269 | 0.355 | -23.71 | 0.00501 | 61.9
4_1_cts | 0.150 | 0.496 | 0 | 0.00798 | 66.7
5_1_grt | 0.0321 | 0.509 | 0 | 0.00827 | 66.8
6_report | 0.146 | 0.495 | 0 | 0.00789 | 66.8
## timing repair
item | CTS | global route
hold endpoints to repair | 40 | 0
endpoints found under the setup margin | 0 | 2
hold buffers | 2 | 0
gates resized | 0 | 2
buffers inserted | 0 | 0
## where the power goes
part | switching (W) | total [W] | internal (W)
Sequential | 0.000305 | 0.00361 | 0.00331
Combinational | 0.000480 | 0.00135 | 0.000875
Clock | 0.00112 | 0.00292 | 0.00180
## state kept, by name, summed over array words and instances (netlist names)
name	count
REG_FILE	128
Rd_DATA	8
Rd_DATA_VLD	1
## metal layers
metal  share of wire, %  vias up  global-route usage, %
met1                 45     2236                   42.1
met5                  0        -                      0
li1                   -     1977                      -
met3                4.8       15                   6.47
met2                 49      119                   43.0
met4                1.9        0                   4.76
## cell usage after synthesis (2+ instances only)
library cell	number	share of area, %
sky130_fd_sc_hd__a21oi_1	9	0.72
sky130_fd_sc_hd__a221oi_1	11	1.5
sky130_fd_sc_hd__a22o_1	6	0.83
sky130_fd_sc_hd__a31oi_1	9	0.89
sky130_fd_sc_hd__a32o_1	2	0.32
sky130_fd_sc_hd__and3_1	3	0.30
sky130_fd_sc_hd__buf_2	4	0.32
sky130_fd_sc_hd__buf_4	7	0.83
sky130_fd_sc_hd__buf_6	2	0.36
sky130_fd_sc_hd__clkbuf_1	19	1.1
sky130_fd_sc_hd__dfrtp_1	134	53
sky130_fd_sc_hd__dfstp_2	3	1.3
sky130_fd_sc_hd__inv_1	2	0.12
sky130_fd_sc_hd__mux2_2	129	23
sky130_fd_sc_hd__mux2i_1	22	3.5
sky130_fd_sc_hd__mux4_2	5	1.8
sky130_fd_sc_hd__nand2_1	22	1.3
sky130_fd_sc_hd__nand2b_1	6	0.60
sky130_fd_sc_hd__nand3_1	9	0.72
sky130_fd_sc_hd__nand3b_1	2	0.24
sky130_fd_sc_hd__nor2_1	7	0.42
sky130_fd_sc_hd__nor2_2	3	0.30
sky130_fd_sc_hd__nor2b_1	8	0.79
sky130_fd_sc_hd__nor3_1	3	0.24
sky130_fd_sc_hd__nor3_2	4	0.64
sky130_fd_sc_hd__o21ai_0	12	0.95
sky130_fd_sc_hd__o22ai_1	15	1.5
## worst max-delay path: stages
cell and delay [ns]:
sky130_fd_sc_hd__clkdlybuf4s50_1 0.51, sky130_fd_sc_hd__buf_12 0.18, sky130_fd_sc_hd__nand2b_1 0.12, sky130_fd_sc_hd__buf_4 0.18, sky130_fd_sc_hd__o21ai_0 0.21, sky130_fd_sc_hd__a21oi_1 0.07, sky130_fd_sc_hd__a2111oi_0 0.34, sky130_fd_sc_hd__a21oi_1 0.12
## worst max-delay path by stage
stage,from,end,slack (ns),depth (start not counted)
CTS,ADDRESS[1],Rd_DATA[2],0.15,7
global route,ADDRESS[2],Rd_DATA[1],0.03,8
finish,ADDRESS[2],Rd_DATA[6],0.15,8
## layout make-up
cell class | instances | area, um2 | share of cell area, %
clock buffer | 21 | 470 | 5.79
inverter | 2 | 7.51 | 0.0924
multi-input combinational | 301 | 2700 | 33.2
sequential | 137 | 3430 | 42.2
clock inverter | 10 | 95.1 | 1.17
tap | 168 | 210 | 2.59
timing repair buffer | 121 | 1210 | 14.9
## cells by family (layout without fill, tap and decap cells)
group | Yosys count | count (layout)
buf+inv | 34 | 154
mux | 157 | 157
compound gates | 72 | 72
simple gates | 72 | 72
flops | 137 | 137
Power is estimated from default activity; no workload was simulated.
