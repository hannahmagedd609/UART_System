**flow/run.sh**
```bash
#!/bin/bash
# OpenROAD 26Q1-2900-gdf79404cd8, Yosys 0.63+post, stock flow scripts
make -C /OpenROAD-flow-scripts/flow DESIGN_CONFIG=/design/flow/config.mk WORK_HOME=/design/flow/orfs finish
```
**flow/config.mk**
```make
export PLATFORM = sky130hd
export DESIGN_NAME = SYSTEM_CTRL
export DESIGN_NICKNAME = SYSTEM_CTRL
export VERILOG_FILES = /design/flow/design.v
export SDC_FILE = /design/flow/constraint.sdc
export NUM_CORES = 4
export LEC_CHECK = 1
export CORE_AREA = 10 10 110 110
export DIE_AREA = 0 0 120 120
```
**flow/constraint.sdc**
```tcl
current_design SYSTEM_CTRL

set clk_period 1.9
set clk_io_pct 0.2

create_clock -name clk0 -period $clk_period [get_ports {CLK}]

set non_clock_inputs [all_inputs -no_clocks]
set_input_delay [expr $clk_period * $clk_io_pct] -clock clk0 $non_clock_inputs
set_output_delay [expr $clk_period * $clk_io_pct] -clock clk0 [all_outputs]
```
**flow/design.v**
```verilog
module SYSTEM_CTRL #(parameter BYTE = 8) (
   input wire [((BYTE*2) - 1):0] ALU_OUT,
   input wire ALU_OUT_VLD,
   input wire [BYTE - 1:0] RX_P_DATA,
   input wire RX_D_VLD,
   input wire FIFO_FULL,
   input wire [BYTE - 1:0] RdData,
   input wire RdData_Valid,
   input wire CLK,
   input wire RST,
   output reg ALU_EN,
   output reg [3:0] ALU_FUN,
   output reg CLK_EN,
   output reg [3:0] Address,
   output reg WrEn, RdEn,
   output reg [BYTE - 1:0] WrData,
   output reg [BYTE - 1:0] TX_P_Data,
   output reg TX_D_VLD,
   output reg clk_div_en
);
reg [3:0] Address_seq;
typedef enum bit [3:0] {IDLE     = 'b0000,
                        ADD_W    = 'b0001,
                        ADD_R    = 'b0011,
                        DATA_W   = 'b0010,
                        DATA_R   = 'b0110,
                        Reg_WrA  = 'b0111,
                        Reg_WrB  = 'b0101,
                        ALU_FUNC = 'b0100,
                        RES_ALU  = 'b1100} state_e;
state_e next_state, current_state;
reg frame_flag;   
always@(posedge CLK, negedge RST)
begin
   if(!RST)
   begin
      current_state <= IDLE;
   end
   else 
   begin
      current_state <= next_state;
   end
end
always@(posedge CLK, negedge RST)
begin
if(!RST)
begin
Address_seq <=  'b0;
end
else if(current_state == ADD_W || current_state == ADD_R) 
begin
Address_seq <= Address;
end
end
always@(posedge CLK, negedge RST)
begin
   if(!RST)
      frame_flag <= 1'b0;   
   else if(current_state == RES_ALU && TX_D_VLD && frame_flag == 1'b0)
      frame_flag <= 1'b1;   
   else if(TX_D_VLD && frame_flag == 1'b1)
      frame_flag <= 1'b0;   
end
always@(*)
begin
   case(current_state)
      IDLE:
      begin
        if(RX_D_VLD)
        begin
           case(RX_P_DATA)
               'hAA: next_state = ADD_W;
               'hBB: next_state = ADD_R;
               'hCC: next_state = Reg_WrA;
               'hDD: next_state = ALU_FUNC;
               default: next_state = IDLE;
           endcase
        end
        else
        begin
           next_state = IDLE;
         end
      end
      ADD_W:
      begin
         if(RX_D_VLD)
         begin
            next_state = DATA_W;
         end
         else
         begin
            next_state = ADD_W;
         end
      end
      ADD_R:
      begin
         if(RX_D_VLD)
         begin
            next_state = DATA_R;
         end
         else
         begin
            next_state = ADD_R;
         end
      end
      DATA_W:
      begin
         if(RX_D_VLD)
         begin
            next_state = IDLE;
         end
         else
         begin
            next_state = DATA_W;
         end
      end
      DATA_R:
      begin
         if(RdData_Valid)
         begin
            if(!FIFO_FULL)
            begin
              next_state = IDLE;
            end
            else
            begin
              next_state = DATA_R;
            end
         end
         else
         begin
            next_state = DATA_R;
         end
      end
      Reg_WrA:
      begin
         if(RX_D_VLD)
         begin
            next_state = Reg_WrB;
         end
         else
         begin
            next_state = Reg_WrA;
         end
      end
      Reg_WrB:
      begin
         if(RX_D_VLD)
         begin
            next_state = ALU_FUNC;
         end
         else
         begin
            next_state = Reg_WrB;
         end
      end
      ALU_FUNC:
      begin
         if(RX_D_VLD)
         begin
            next_state = RES_ALU;
         end
         else
         begin
            next_state = ALU_FUNC;
         end
      end
      RES_ALU:
    begin
         if(ALU_OUT_VLD)
         begin
            if(!FIFO_FULL)
            begin
              if(frame_flag == 1'b1)
                next_state = IDLE;   
              else
                next_state = RES_ALU;   
            end
            else
            begin
              next_state = RES_ALU;
            end
         end
         else
         begin
            next_state = RES_ALU;
         end
      end
      default:
      begin
         next_state = IDLE;
      end
   endcase
end
always@(*)
begin
   ALU_EN = 'b0;
   ALU_FUN = 'b0;
   CLK_EN = 'b0;
   Address = Address_seq;
   WrEn = 'b0;
   RdEn = 'b0;
   WrData = 'b0;     
   TX_P_Data = 'b1;  
   TX_D_VLD = 'b0;
   clk_div_en = 'b1;
   case(current_state)
      IDLE:
      begin
         ALU_EN = 'b0;
         ALU_FUN = 'b0;
         CLK_EN = 'b0;
         Address = 'b0;
         WrEn = 'b0;
         RdEn = 'b0;
         WrData = 'b0;
         TX_P_Data = 'b0;
         TX_D_VLD = 'b0;
         clk_div_en = 'b1;
      end
      ADD_W:
      begin
         if(RX_D_VLD)
         begin
            Address = RX_P_DATA[3:0];
         end
      end
      ADD_R:
      begin
         if(RX_D_VLD)
         begin
            Address = RX_P_DATA[3:0];
            RdEn = 1'b1;
         end
      end
      DATA_W:
      begin
         if(RX_D_VLD)
         begin
            Address = Address_seq;
            WrData = RX_P_DATA;
            WrEn = 1'b1;
         end
      end
      DATA_R:
      begin
         if(RdData_Valid && !FIFO_FULL)
         begin
            TX_P_Data = RdData;
            TX_D_VLD = 1'b1;
         end
      end
      Reg_WrA:  
      begin
         if(RX_D_VLD)
         begin
            WrEn = 1'b1;
            Address = 'b0;
            WrData = RX_P_DATA;
         end
      end                 
      Reg_WrB:
      begin
         if(RX_D_VLD)
         begin
            WrEn = 1'b1;
            Address = 'b1;
            WrData = RX_P_DATA;
         end
      end
      ALU_FUNC: 
      begin
         CLK_EN = 1'b1;
         if(RX_D_VLD)
         begin
            ALU_FUN = RX_P_DATA[3:0];
            ALU_EN = 1'b1;
         end
      end
      RES_ALU:
     begin
     CLK_EN = 1'b1;
         if(ALU_OUT_VLD && !FIFO_FULL)
         begin
            if(frame_flag == 1'b0)
            begin
               TX_P_Data = ALU_OUT[7:0];   
               TX_D_VLD = 1'b1;
            end
            else
            begin
               TX_P_Data = ALU_OUT[15:8];   
               TX_D_VLD = 1'b1;
            end
         end
      end
   endcase
end
endmodule
```
==> impl_metrics.tcl <==
# collected from the flow reports
set metrics [dict create \
    outcome "complete, but fails checks" \
    violations "negative setup slack" \
    slew_viol_final 0 \
    ys_ff 14 \
    cts_hold_buf 0 \
    wl_met2_mm 1.726 \
    worstMarginPinSlew_ns 0.5230 \
    reg2reg_from "current_state[7]" \
    pwr-share-seq_pct 32.6 \
    drt_iter0_markers 74 \
    drt-met1-wl_mm 2.435 \
    max_cap_viol_count 0 \
    rsz0062_at_grt "true" \
    crit_required_ns 1.52 \
    area_growth_pct 132.2 \
    seq_area_um2 352.8 \
    die_w_um 120 \
    io_buffers 66 \
    syn_inst 116 \
    rows 36 \
    final.min_clock_period_ns 2.116 \
    crit_start "current_state[8]" \
    core_area_um2 9774 \
    ys_cells 116 \
    top_layer_used "met4" \
    chipArea_um2 14400 \
    dr_wl_met3_um 645 \
    grt_pass1_wl_mm 7.741 \
    vias 1404 \
    cts_tree "built" \
    edf_count 0 \
    syn_avg_cell_area_um2 9.017 \
    ys.flop_type "dfrtp_1" \
    grt_usage_pct 6.526 \
    fin_crit_sh_pct 111.4 \
    final.setup.tns_ns -0.8805 \
    netlist_area_um2 1046 \
    clock-root-buffer "clkbuf_8" \
    clockBufferDepth 2 \
    cts.sink_count 14 \
    antenna_cells 0 \
    lay_top_cells "buf_4, clkdlybuf4s50_1, buf_6" \
    die.size.y_um 120 \
    place_inst 335 \
    crit_path_cell_trace "buf_6 -> o41a_1 -> buf_4 -> a31oi_4 -> buf_6 -> a22o_4 -> buf_6" \
    clk_latency_ns 0.25 \
    ir_drop_mv 0.2723 \
    cp-start-kind "flip-flop" \
    power_switching_mw 0.3374 \
    place.gp.congestion 0.8625 \
    wire_per_inst_um 13.21 \
    io_pins 68 \
    antenna_found_initial 0 \
    wl_mm 4.821 \
    fin_cells 365 \
    comb_area_um2 780.7 \
    synthArstFlopShare_pct 100.0 \
    swShare_pct 28.18 \
    fp_util_pct 10.70 \
    leakagePower_nw 1.203 \
    p_int_mw 0.8597 \
    hold_viol_final 0 \
    gr-total-overflow 0 \
    finClkSkew_ns 0.005284 \
    crit_path_end_kind "primary output" \
    numCtsBuffers 3 \
    setup_ws_ns -0.2158 \
    yosys_area_um2 1046 \
    fillCellCount 1041 \
    drc 0 \
    warnings 27 \
    drive_above_1_share_pct 46.12 \
    fmax_mhz 472.6 \
    clkPwrFrac_pct 24.4 \
    min_path_type "in -> async" \
    yosysSeqAreaShare_pct 33.61 \
    clk_pin_slew_worst_paths_ns 0.06 \
    pre_cts_slack_ns -0.5903 \
    p_per_area_nw_per_um2 492.9 \
    yosysUniqueCellTypes 34 \
    finalHoldWorstSlack_ns 0.4569 \
    crit_path_top_delay_cell "dfrtp_1" \
    setup_viol 9 \
    power.share.combinational_pct 43.0 \
    layout.cells.most_common "buf_4" \
    grt_max_degree 15 \
    cpMostUsedCell "buf_6" \
    detail_route.vias_per_cell 3.847 \
    yosysWarnings 1 \
    max_slew_margin_pct 64.76 \
    critPathMaxFanout 2 \
    path_class "reg -> out" \
    worst_ep_arrival_time_ns 1.74 \
    dr.pass1.iters 4 \
    cp_slowest_stage_delay_ns 0.40 \
    ctsHtreeMaxLevel 1 \
    postRouteAntennaNets 0 \
    hpwlAfterDp_mm 3.497 \
    grt_pass1_vias 1452 \
]
## power groups by stage
stage	registers (mW)	logic (mW)	clock network [mW]
after CTS	0.389	0.508	0.304
after global routing	0.395	0.564	0.315
final	0.390	0.515	0.292
## area by class of cell
class | count | share of cell area, %
Tap cell | 133 | 6.852
Clock buffer | 4 | 2.267
Multi-Input combinational cell | 96 | 32.15
Sequential cell | 14 | 14.53
Inverter | 3 | 0.4637
Timing Repair Buffer | 115 | 43.74
## logic make-up (layout without fill, tap and decap cells)
group                  Yosys count  in the layout  synth area share [%]
AND/OR/NAND/NOR                 48             49                 26.44
flip-flops                      14             14                 33.61
AND-OR/OR-AND                   31             32                 21.89
other                            1              1                0.3585
buffers and inverters            8            122                 3.708
multiplexers                    14             14                 14.00
## metal layers
metal	GRT usage, %	vias to the layer above
met5	0	-
met4	0.1508	0
met3	3.570	2
met2	8.528	82
met1	9.637	653
li1	-	667
## cells in the mapped netlist (2+ instances only)
| library cell | instances | area, um2 |
|---|---|---|
| nand2b_1 | 2 | 12.51 |
| o22ai_1 | 2 | 12.51 |
| nor2_1 | 6 | 22.52 |
| inv_1 | 3 | 11.26 |
| o21ai_0 | 13 | 65.06 |
| and4bb_2 | 3 | 37.54 |
| nor2b_1 | 2 | 12.51 |
| mux2i_1 | 9 | 90.09 |
| a22o_2 | 3 | 30.03 |
| a21o_1 | 3 | 22.52 |
| and3_1 | 7 | 43.79 |
| nand2_1 | 12 | 45.04 |
| mux2_2 | 5 | 56.30 |
| and2_1 | 11 | 68.82 |
| dfrtp_1 | 13 | 325.3 |
| buf_2 | 4 | 20.02 |
## stage by stage
stage	power (mW)	util (%)	area, um2
floorplan	0.5609	-	1046
global placement	0.8198	20.80	2033
detailed placement	0.8280	20.80	2033
CTS	1.201	24.00	2346
global route	1.274	24.85	2429
finish	1.197	24.85	2429
## worst paths after layout
path	to	slack, ns	cells past startpoint
max	Address[2]	-0.22	7
min	current_state[1]	0.46	2
max reg2reg	Address_seq[2]	0.24	4
min reg2reg	Address_seq[0]	0.49	2
max in group asynchronous	current_state[0]	1.20	2
min in group clk0	Address_seq[0]	0.49	2
## worst max-delay path: cells and delay by family, from the launching register on
family | cells | cell delay, ns
buf+inv | 4 | 0.48
flops | 1 | 0.40
compound gates | 3 | 0.61
## timing repair
action                                  4_1_cts  5_1_grt
gates resized                               102       19
setup buffers                                22        4
cloned                                        2        0
endpoints found under the setup margin       28       24
pin swaps                                    19        3
Power figures rest on the tool's default switching activity, not on a simulated workload.
